**flow/design.v**
```verilog
module mux3_1 #( parameter WIDTH = 32)
   (
    input wire [WIDTH - 1 : 0] in0, in1, in2,
    input wire [1 : 0] 	       sel,
    output reg [WIDTH - 1 : 0] out
    );
   always @*
     begin
	case (sel)
	  2'b00 : out = in0;	  
	  2'b01 : out = in1;	  
	  2'b10 : out = in2;	  
	  default: out = 'hx;  
	endcase
     end
endmodule
module mux4_1 #( parameter WIDTH = 32)
   (
    input wire [WIDTH - 1 : 0] in0, in1, in2, in3,
    input wire [1 : 0] 	       sel,
    output reg [WIDTH - 1 : 0] out
    );
   always @*
     begin
	case (sel)
	  2'b00 : out = in0;	  
	  2'b01 : out = in1;	  
	  2'b10 : out = in2;
	  2'b11 : out = in3;
	endcase
     end
endmodule
module mux5_1 #( parameter WIDTH = 32)
   (
    input wire [WIDTH - 1 : 0] in0, in1, in2, in3, in4,
    input wire [2 : 0] 	       sel,
    output reg [WIDTH - 1 : 0] out
    );
   always @*
     begin
	case (sel)
	  3'b000 : out = in0;	  
	  3'b001 : out = in1;	  
	  3'b010 : out = in2;
	  3'b011 : out = in3;
	  3'b100 : out = in4;
	  default: out = 'hx;  
	endcase
     end
endmodule
```
**flow/run.sh**
```bash
#!/bin/bash
# OpenROAD 26Q1-2900-gdf79404cd8, Yosys 0.63+post, stock flow scripts
make -C /OpenROAD-flow-scripts/flow DESIGN_CONFIG=/design/flow/config.mk WORK_HOME=/design/flow/orfs finish
```
**flow/config.mk**
```make
export PLATFORM = sky130hd
export DESIGN_NAME = mux5_1
export DESIGN_NICKNAME = mux5_1
export VERILOG_FILES = /design/flow/design.v
export SDC_FILE = /design/flow/constraint.sdc
export NUM_CORES = 4
export LEC_CHECK = 1
export CORE_AREA = 10 10 103 103
export DIE_AREA = 0 0 113 113
export SYNTH_HDL_FRONTEND = slang
```
**flow/constraint.sdc**
```tcl
current_design mux5_1

set clk_period 4.5
set clk_io_pct 0.2

create_clock -name clk0 -period $clk_period

set non_clock_inputs [all_inputs -no_clocks]
set_input_delay [expr $clk_period * $clk_io_pct] -clock clk0 $non_clock_inputs
set_output_delay [expr $clk_period * $clk_io_pct] -clock clk0 [all_outputs]
```
==> results.txt <==
Basic Gates by Area - 0.4158
Fmax - 272.4 MHz
Reg area - 0 um^2
Synthesized area - 1694 um^2
Die height - 113 um
Avg Inst Size Synth - 7.334 um^2
Post-Route Utilization - 0.4372
Area fraction in mux cells - 0
Core Footprint - 8299 um^2
Area growth syn-to-layout - 114.2%
Port bufs - 195
Die width - 113 um
Max-cap violations - 0
Leak Pwr - 1.234 nW
Final setup vio count - 0
Slew Viols, Final - 0
Ports - 195
RSZ-0062 raised after global routing - false
DRC - 0
Num rows - 33
Yosys cell count - 231
Req. time, crit path - 3600 ps
DRT met1 WL - 4.646 mm
End of the critical path - out[16]
Post-Synth XOR/XNOR Area - 0
Final Hold Viols - 0
Synth Area in Compound Gates - 0.4579
CLK BUF - 0
Final Critical Period - 3671 ps
CP Capture Type - output pin
Sequential cell count - 0
Total number of vias - 2,487
Pre-CTS setup slack - 844.4 ps
Gpl congestion - 0.8878
First-pass GRT wire length - 15.66 mm
DIE AREA - 12,770 um^2
Met2 wire length - 5.119 mm
Worst-Margin Slew - 662.0 ps
Synth warn - 0
Final WS setup - 829.1 ps
Yosys chip area - 1694 um^2
Type of the worst min-delay path - input pin to output pin
CP Class - input pin to output pin
Final ANT Viol Nets - 0
OpenROAD warnings - 32
Number of global-route vias before repair - 2,480
DRT iter0 DRCs - 133
Power per standard cell area - 100.8 nW/um^2
Fp util - 0.2041
DRT Pass-1 Iters - 5
Post-cts hold buffer count - 0
Arrival @ worst endpoint - 2770 ps
Setup TNS - 0 ps
Cells after Synth - 231
Share of layout cells above drive strength 1 - 0.03258
Drt wl/cell - 21.14 um
VDD IR-drop max - 102.2 uV
Status - finished, final reports clean
Period utilization - 0.8158
Initial antenna violation count - 0
Dpl hpwl - 8.680 mm
Post-CTS Resized - 0
Grt ovf - 0
Crit-path max FO - 23
Worst Setup SP - sel[0]
Pin count of the biggest net entering global routing - 65
Post-CTS Setup Bufs - 0
Metal3 WL - 821 um
Worst rel slew slack - 0.5586
Tot GR Track Use - 0.1518
Highest routed layer - met4
Post-synthesis cell type count - 15
Register share after synthesis - 0
WL final - 10.65 mm
DR vias/cell - 4.935
Top logic family - AND-OR/OR-AND gates
Ant. Diodes - 0
Yosys adder share - 0
CP startpoint kind - input pin
## cells by family (layout without fill, tap and decap cells)
logic type | after synthesis | in the layout
AND-OR/OR-AND | 97 | 97
buffers and inverters | 34 | 202
AND/OR/NAND/NOR | 100 | 100
## synth_stat cells
cell type  instances  share of area
buf_4              4          0.018
and2_1             1         0.0037
o22a_1            32           0.17
buf_2              9          0.027
nor2_2             1         0.0037
nand3b_1          64           0.28
a221o_1           32           0.19
nand2b_1          30           0.11
nor2_1             1         0.0022
o21a_4             1         0.0089
or2b_1             2         0.0089
nor3_1             1         0.0030
a21oi_1           32          0.095
clkbuf_1          13          0.029
buf_6              8          0.053
## how the worst min path moves through the flow
stage,startpoint,endpoint,depth (start not counted)
finish,sel[2],out[9],5
global route,sel[2],out[9],5
CTS,sel[2],out[9],5
## metrics by stage
step	hold WS [ps]	instances	power (W)	instance area (um^2)
2_1_floorplan	1870	231	0.0001321	1694
3_3_place_gp	2730	504	0.0003665	3628
3_5_place_dp	2740	504	0.0003669	3628
4_1_cts	2742	504	0.0003688	3628
5_1_grt	2802	504	0.0003923	3628
6_report	2736	504	0.0003656	3628
## area by class of cell
cell class / count / area (um^2)
fill: 866 / 4671
tap: 105 / 131.4
multi-input combinational: 197 / 1483
timing repair buffer: 202 / 2014
## critical path, cell delays in order
cell and delay, ps:
buf_2 260, and2_1 550, buf_12 240, a221o_1 200, o22a_1 130, clkdlybuf4s50_1 480
## power breakdown
group	internal [W]	total (W)	switching [W]
combinational	0.000253	0.000366	0.000113
sequential	0	0	0
clock	0	0	0
total	0.000253	0.000366	0.000113
## per-layer routing
metal  up-vias  GRT usage
met4         0   0.004230
li1       1253          -
met3         4    0.03632
met5         -          0
met2        92     0.2500
met1      1138     0.2067
## placed cells by master (no fill, tap or decap)
cell / netlist / final
nor2_2: 1 / 2
a221o_1: 32 / 32
buf_2: 9 / 3
clkdlybuf4s50_1: 0 / 192
buf_4: 4 / 5
and2_1: 1 / 1
buf_12: 0 / 2
nor3_1: 1 / 1
o21a_4: 1 / 1
nand2b_1: 30 / 30
o22a_1: 32 / 32
a21oi_1: 32 / 32
or2b_1: 2 / 2
nand3b_1: 64 / 64
No activity file was given, so power comes from the tool's default toggle rates.
